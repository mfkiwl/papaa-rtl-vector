$ cat design.v
module mm_fsm
  # (parameter N=4,                                 
               DW=2)
    (input clk,
     input rst,
     output logic mem_wr_en,
     output logic [$clog2(N)-1:0] rd_addr,
     output logic [$clog2(N)-1:0] wr_addr,
     input start,
     output logic init,
	 output logic shift_en
     );
logic [$clog2(N):0] wr_count_reg;
logic [$clog2(N):0] wr_count;
always@(posedge clk)
begin
  if (rst) begin
    init <= 0;
  end else begin
    if (start && rd_addr == 0) init <= 1;
	else init <= 0;
  end
end
always@(posedge clk)
begin
  if (rst) begin
    rd_addr   <= 0;
  end else begin
    if (start && rd_addr < N) rd_addr   <= rd_addr + 1'b1;
	else if (rd_addr == N) rd_addr <= 0;
  end
end
  assign mem_wr_en = wr_count_reg != 0 ? 1'b1 : 1'b0;
  always@(posedge clk) begin
    if (rst) begin
      wr_count <= 'b0;
    end else begin
      if (wr_count == N) wr_count <= 'b0;
      else if (wr_count == 0 && rd_addr != N) wr_count <= 'b0;
      else            wr_count <= wr_count + 1'b1;
    end
  end
  always@(posedge clk) begin
    if (rst) begin
      wr_count_reg <= 'b0;
    end else begin
      wr_count_reg <= wr_count;
    end
  end
  always@(posedge clk) begin
    if (rst) begin
      shift_en <= 'b0;
    end else begin
	  if (wr_count == 1) shift_en <= 'b1;
	  else if (wr_count == N) shift_en <= 'b0;
    end
  end
  always@(posedge clk)
  begin
    if (rst) begin
      wr_addr   <= 0;
    end else begin
      if (wr_count_reg != 0) wr_addr   <= wr_addr + 1'b1;
    end
  end
endmodule
$ cat run.sh
#!/bin/bash
# OpenROAD 26Q1-2900-gdf79404cd8, Yosys 0.63+post, stock flow scripts
make -C /OpenROAD-flow-scripts/flow DESIGN_CONFIG=/design/flow/config.mk WORK_HOME=/design/flow/orfs finish
$ cat config.mk
export PLATFORM = sky130hd
export DESIGN_NAME = mm_fsm
export DESIGN_NICKNAME = mm_fsm
export VERILOG_FILES = /design/flow/design.v
export SDC_FILE = /design/flow/constraint.sdc
export NUM_CORES = 4
export LEC_CHECK = 1
export CORE_AREA = 10 10 70 70
export DIE_AREA = 0 0 80 80
$ cat constraint.sdc
current_design mm_fsm

set clk_period 1.4
set clk_io_pct 0.2

create_clock -name clk0 -period $clk_period [get_ports {clk}]

set non_clock_inputs [all_inputs -no_clocks]
set_input_delay [expr $clk_period * $clk_io_pct] -clock clk0 $non_clock_inputs
set_output_delay [expr $clk_period * $clk_io_pct] -clock clk0 [all_outputs]
==> results.tsv <==
metric	value	unit
Diodes inserted	0	
WL final	844	µm
via count	320	
Max H-tree Level	1	
die y size	80	µm
Worst EP required	1120	ps
pwr dens	976	nW/µm²
cells in synth_stat.txt	44	
P_sw	136	µW
Startpoint Class	flip-flop	
Worst Reg-to-Reg Cells	3	
max FFs per register	6	
CTS tree	yes	
Mapped Area	457	µm²
WL per Instance	7.89	µm
setup ws final	60.9	ps
initial core utilization	0.134	
Max Transition Viols Final	0	
Inserted Clock Buffers	3	
crit-path max cell delay	360	ps
DP Area	631	µm²
Flop pwr share	0.526	
Tot GR Track Use	0.0271	
clk sinks	12	
DRC viols	0	
Rel. slew slack	0.800	
total internal power	538	µW
# rows	21	
clock network power share	0.403	
Min Hold Slack	501	ps
TNS Setup	0	ps
final setup fails	0	
number of global-route vias before repair	340	
clock buffer depth	2	
vias per cell	2.99	
minimum clock period	1340	ps
die width	80	µm
CP Class	reg -> out	
Placer Congestion	0.717	
status	complete, no violations	
Yosys Chip Area	457	µm²
min-delay worst type	reg -> reg	
worst flop-to-flop path startpoint	wr_count_reg[1]$_SDFF_PP0_	
Final ANT Viol Nets	0	
Final Instance Area	691	µm²
Worst Hold Depth	1	
Max-Cap Viols	0	
final worst path period share	0.957	
Clock Pin Slew Worst Setup and Hold Paths	80	ps
Remaining Overflow, GRT	0	
largest net degree at the start of global routing	12	
worst-margin pin slew	298	ps
# hold bufs at CTS	0	
Yosys warnings	1	
Synth Area per Inst	10.4	µm²
Worst Hold Launch	wr_count[0]$_SDFF_PP0_	
CP Data Arrival Time	1060	ps
io pins	10	
DRT iter0 DRCs	8	
Final Hold Vio Count	0	
reg-to-reg critical path endpoint	wr_addr[1]$_SDFFE_PP0P_	
FMAX	0.747	GHz
non-filler cells in the finished layout	107	
RSZ-0062 raised after global routing	false	
crit-path cells	or3_4 -> buf_2	
Synth cell types	18	
Hold Path End	wr_count[0]$_SDFF_PP0_	
DP Wirelength	655	µm
crit path max-delay cell type	or3_4	
Logic pwr share	0.072	
Worst Setup Slack post-DPL	-46.4	ps
skew final	3.20	ps
Synth Seq Share	0.526	
Net Sw Frac	0.202	
Post-Place Cells	102	
Setup crit end kind	output port	
worst-path fanout max	2	
initial antenna violation count	0	
synthesis-to-finish area growth	51.2	%
origin of the worst setup path	wr_count_reg[1]$_SDFF_PP0_	
synthesized instance count	44	
CTS root buffer	clkbuf_4	
port bufs	9	
P_leak	0.000337	µW
R2R setup slack	230	ps
Peak VDD IR	0.000207	V
Latency at later pin	270	ps
Log Warnings	27	
Top area cell types	dfxtp_1 (53%), ha_1 (11%), nor2_1 (4.9%)	
die area	6400	µm²
drt pass-1 iters	3	
Synth top area share	0.526	
Yosys top cell by area	dfxtp_1	
Post-synth regs	12	
global-route wire length before repair	1.41	mm
fraction of layout cells with a size suffix above 1	0.311	
Core Box Area	3420	µm²
==> power by group through the flow <==
stage / Sequential [µW] / Combinational (µW) / Clock (µW)
finish: 354 / 48.4 / 271
global route: 356 / 57.2 / 306
CTS: 356 / 47.1 / 289
==> worst max path at each step <==
| stage | endpoint | depth (start not counted) |
|---|---|---|
| final | mem_wr_en | 2 |
| after global routing | shift_en | 1 |
| after CTS | wr_addr[0] | 1 |
==> synthesized netlist by cell type <==
library cell and n:
nor3b_1 1, mux2_4 1, or3_2 1, dfxtp_1 12, nor2b_1 2, o31a_1 1, clkbuf_1 1, nor2_1 6
inv_1 4, ha_1 4, nand2b_1 1, xnor2_1 2, a21oi_1 1, nor3_1 3, mux2i_1 1, nand2_1 1
nor4_1 1, a21bo_2 1
==> cells by family after synthesis <==
logic type,after synthesis,synth area share
XOR/XNOR,2,0.0384
AND-OR/OR-AND,3,0.0520
flip-flops,12,0.526
multiplexers,2,0.0548
AND/OR/NAND/NOR,16,0.178
buffers and inverters,5,0.0411
adder cells (fa/ha/maj),4,0.110
==> repair_timing <==
action / in CTS / in global routing
pin swaps: 0 / 0
resized: 7 / 7
setup buffers: 0 / 1
setup endpoints to repair: 3 / 5
hold endpoints to repair: 0 / 0
==> layer usage <==
metal	vias to the layer above	GRT usage	share of wire
li1	178	-	-
met1	138	0.0306	0.44
met2	4	0.0417	0.45
met3	0	0.0182	0.10
met4	0	0.00528	0
met5	-	0	0
==> through the flow <==
stage,power (µW),util
after floorplan,380,-
after global placement,408,0.185
after detailed placement,409,0.185
after CTS,692,0.196
after global routing,719,0.202
final,674,0.202
==> placed cells by master, fill, tap and decap left out <==
cell type / n
nor2_1: 6
dfxtp_1: 6
dfxtp_2: 6
buf_4: 5
inv_1: 4
ha_1: 4
clkdlybuf4s50_1: 4
dlymetal6s2s_1: 4
nor3_1: 3
clkbuf_4: 3
nor2b_1: 2
xnor2_1: 2
or3_4: 1
nor3b_1: 1
nand2_1: 1
o31a_1: 1
mux2_4: 1
a21bo_2: 1
nand2b_1: 1
a21oi_1: 1
mux2i_1: 1
nor4_1: 1
clkbuf_8: 1
buf_2: 1
==> critical path, delay by kind of cell, from the launching register on <==
| kind | cells | cell delay, ps |
|---|---|---|
| flops | 1 | 320 |
| simple gates | 1 | 360 |
| buf+inv | 1 | 120 |
==> area by class of cell <==
class,instances,area [µm²]
inverters,4,15.0
clock buffers,4,36.3
flip-flops and latches,12,248
fillers,390,2730
multi-input cells,27,201
well taps,46,57.6
repair buffers,14,133
Power figures rest on the tool's default switching activity, not on a simulated workload.
