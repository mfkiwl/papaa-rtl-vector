--- /design/flow/run.sh ---
#!/bin/bash
# OpenROAD 26Q1-2900-gdf79404cd8, Yosys 0.63+post, stock flow scripts
make -C /OpenROAD-flow-scripts/flow DESIGN_CONFIG=/design/flow/config.mk WORK_HOME=/design/flow/orfs finish
--- /design/flow/config.mk ---
export PLATFORM = sky130hd
export DESIGN_NAME = mv_fsm
export DESIGN_NICKNAME = mv_fsm
export VERILOG_FILES = /design/flow/design.v
export SDC_FILE = /design/flow/constraint.sdc
export NUM_CORES = 4
export LEC_CHECK = 1
export CORE_AREA = 10 10 72 72
export DIE_AREA = 0 0 82 82
--- /design/flow/constraint.sdc ---
current_design mv_fsm

set clk_period 1.1
set clk_io_pct 0.2

create_clock -name clk0 -period $clk_period [get_ports {clk}]

set non_clock_inputs [all_inputs -no_clocks]
set_input_delay [expr $clk_period * $clk_io_pct] -clock clk0 $non_clock_inputs
set_output_delay [expr $clk_period * $clk_io_pct] -clock clk0 [all_outputs]
--- /design/flow/design.v ---
module mv_fsm
  # (parameter N=4,                                 
               DW=2)
    (input clk,
     input rst,
     output logic mem_wr_en,
     output logic [$clog2(N)-1:0] rd_addr,
     output logic [$clog2(N)-1:0] wr_addr,
     input start,
     output logic init,
	 output logic shift_en
     );
logic [$clog2(N):0] wr_count_reg;
logic [$clog2(N):0] wr_count;
always@(posedge clk)
begin
  if (rst) begin
    init <= 0;
  end else begin
    if (start && rd_addr == 0) init <= 1;
	else init <= 0;
  end
end
always@(posedge clk)
begin
  if (rst) begin
    rd_addr   <= 0;
  end else begin
    if (start && rd_addr < N) rd_addr   <= rd_addr + 1'b1;
	else if (rd_addr == N) rd_addr <= 0;
  end
end
  assign mem_wr_en = wr_count_reg != 0 ? 1'b1 : 1'b0;
  always@(posedge clk) begin
    if (rst) begin
      wr_count <= 'b0;
    end else begin
      if (wr_count == N) wr_count <= 'b0;
      else if (wr_count == 0 && rd_addr != N) wr_count <= 'b0;
      else            wr_count <= wr_count + 1'b1;
    end
  end
  always@(posedge clk) begin
    if (rst) begin
      wr_count_reg <= 'b0;
    end else begin
      wr_count_reg <= wr_count;
    end
  end
  always@(posedge clk) begin
    if (rst) begin
      shift_en <= 'b0;
    end else begin
	  if (wr_count == 1) shift_en <= 'b1;
	  else if (wr_count == N) shift_en <= 'b0;
    end
  end
  always@(posedge clk)
  begin
    if (rst) begin
      wr_addr   <= 0;
    end else begin
      if (wr_count_reg != 0) wr_addr   <= wr_addr + 1'b1;
    end
  end
endmodule
==> results_slide.txt <==
Run Summary

Power and ir drop
  – Power Density: 1370 nW/um^2
  – Leakage Power: 0.314 nW
  – Max VDD drop: 0.291 mV
  – Overall power: 986 uW

Synthesis
  – Yosys warns: 1
  – Asr flop ratio synth: 0
  – Area leader share: 0.526
  – Largest cells by area: dfxtp_1 (53%), ha_1 (11%), nor2_1 (4.9%)
  – Commonest flop: dfxtp_1
  – Yosys chip area: 457 um^2
  – Synth top cells by count: dfxtp_1 (12), nor2_1 (6), ha_1 (4), inv_1 (4), nor3_1 (3)
  – Netlist cell types: 18
  – Ys flops: 12
  – Avg Inst Size Synth: 10.4 um^2
  – Mapped Cells: 44
  – Sequential-to-total area share from yosys stat: 0.526
  – Count leader, synth: dfxtp_1
  – Largest area contributor in the netlist: dfxtp_1
  – Synth Cell Area: 457 um^2
  – # Cells Yosys: roughly 44
  – EDFF count, synth: 0

Route
  – Residual DRC count: 0
  – 1st-pass router iterations: 2
  – DR vias: 354
  – Via-to-Cell Ratio: 3.19
  – WL/cell: 8.29 um
  – ANT nets after route: 0
  – Final wirelength: 920 um
  – Initial drt markers: 9
  – Ant diodes: 0

Critical path
  – Critical Path RT: 880 ps
  – Peak fanout along the critical path: 2
  – Worst Setup End Kind: primary output
  – Crit Path Class: flop to primary output
  – CP arrival: 1030 ps
  – CP Launch Type: flop

Clock tree
  – H-tree levels: 1
  – CTS max path bufs: 2
  – Clk latency late pin: 240 ps
  – Root Buffer: clkbuf_8
  – CTS tree: done
  – CTS Sinks: 12
  – CTS buffer count: 3
  – Clock Pin Slew Worst Setup and Hold Paths: 60 ps

Placed design
  – Post-DP HPWL: 694 um
  – RePlAce Congestion: roughly 0.66
  – Pre-CTS worst setup slack: -302 ps
  – I/O Buffers: 9

Floorplan
  – Die height: about 82 um
  – Top Ports: 10
  – Cell row count: 22
  – Core Util at FP: 0.124
  – Die area: 6720 um^2
  – Die width: 82 um
  – Core Footprint: 3690 um^2

Job
  – Tool warning count: 29
  – Max Cap Violations: 0

Hold path
  – Min-delay worst type: flop to flop

Cells and area
  – Register area: approximately 250 um^2
  – Layout cells sized above 1: 0.397
  – Max FFs per register: 6
  – Logic area: a little over 200 um^2
  – Filler instances: 404
  – Post-route core utilization: 0.195
  – Syn-to-layout area delta: 57.5%

GRT
  – Initial antenna violation count: 0
  – Vias in the first global route: 385
  – First-pass GRT wire length: between 1500 and 2000 um
  – Largest net degree at the start of global routing: 12
  – Grt ovf: 0
  – Gr usage total: 0.0292

Final timing
  – Worst slew pin tran: approximately 270 ps
  – Setup_tns: -214 ps
  – Max Slew Vio Count: 0
  – Tmin final: 1250 ps
  – Setup violations, final: 2
  – Max frequency: 800 MHz
  – Final Hold Viols: 0
  – Final Cycle Share: 1.14
  – Setup WS post-layout: -150 ps
  – RSZ-0062 raised after global routing: true
  – Slew headroom: 0.816
  – Clock Skews: ~5.1 ps

Status
  – Status: finished with violations
  – Failing checks: setup timing
-- cell type report --
type,instances,area share
sequential,12,0.350
inverter,4,0.0209
multi-input combinational,27,0.283
timing repair buffer,16,0.186
clock buffer,4,0.0765
tap,48,0.0835
-- layer usage --
metal	routed length, um	up-vias	track usage
met3	82	2	0.0165
met1	366	165	0.0311
met2	462	6	0.0494
li1	-	181	-
met4	9	0	0.00680
met5	0	-	0
-- stage by stage --
| step | cells | area [um^2] | hold slack (ps) |
|---|---|---|---|
| after floorplan | 44 | 457 | 292 |
| after global placement | 104 | 633 | 468 |
| after detailed placement | 104 | 633 | 483 |
| after CTS | 111 | 716 | 498 |
| after global routing | 111 | 719 | 465 |
| final | 111 | 719 | 450 |
-- layout by cell type (no fill, tap or decap), types with 2 or more instances in the layout --
cell / n
dfxtp_2: 9
nor2_1: 6
dlygate4sd2_1: 6
buf_4: 6
inv_1: 4
clkbuf_8: 4
nor3_1: 3
ha_1: 3
dfxtp_1: 3
nor2b_1: 2
xnor2_1: 2
clkdlybuf4s50_1: 2
-- logic make-up after synthesis --
kind of cell	after synthesis	share of synthesized area
AND-OR/OR-AND	3	0.0520
XOR/XNOR	2	0.0384
adder cells (fa/ha/maj)	4	0.110
buffers and inverters	5	0.0411
flip-flops	12	0.526
multiplexers	2	0.0548
AND/OR/NAND/NOR	16	0.178
-- path summary, 6_finish.rpt --
| path | from | end | slack, ps | depth (start not counted) |
|---|---|---|---|---|
| setup / recovery | wr_count_reg[1]$_SDFF_PP0_ | mem_wr_en | -150 | 2 |
| setup reg to reg | wr_count_reg[1]$_SDFF_PP0_ | wr_addr[1]$_SDFFE_PP0P_ | -60 | 3 |
| hold / removal | wr_count[0]$_SDFF_PP0_ | wr_count[0]$_SDFF_PP0_ | 450 | 1 |
| hold reg to reg | wr_count[0]$_SDFF_PP0_ | wr_count[0]$_SDFF_PP0_ | 450 | 1 |
-- power breakdown --
| group | total (mW) | internal [mW] | switching [mW] |
|---|---|---|---|
| sequential | 0.452 | 0.447 | 0.00501 |
| clock | 0.477 | 0.316 | 0.161 |
| combinational | 0.0579 | 0.0344 | 0.0235 |
-- critical path, stage by stage, from the launching register on --
cell and delay, ps:
dfxtp_2 320, or3_4 360, buf_2 120
-- repair_timing --
action / in CTS / in global routing
pin swaps: 1 / 1
endpoints found under the setup margin: 8 / 3
gates cloned: 0 / 0
hold buffers: 0 / 0
gates resized: 19 / 2
buffers inserted: 4 / 0
Power is estimated from default activity; no workload was simulated.
