File: flow/config.mk
export PLATFORM = sky130hd
export DESIGN_NAME = vector_mult
export DESIGN_NICKNAME = vector_mult
export VERILOG_FILES = /design/flow/design.v
export SDC_FILE = /design/flow/constraint.sdc
export NUM_CORES = 4
export LEC_CHECK = 1
export CORE_AREA = 10 10 70 70
export DIE_AREA = 0 0 80 80
File: flow/constraint.sdc
current_design vector_mult

set clk_period 3.7
set clk_io_pct 0.2

create_clock -name clk0 -period $clk_period [get_ports {clk}]

set non_clock_inputs [all_inputs -no_clocks]
set_input_delay [expr $clk_period * $clk_io_pct] -clock clk0 $non_clock_inputs
set_output_delay [expr $clk_period * $clk_io_pct] -clock clk0 [all_outputs]
File: flow/design.v
module vector_mult
  # (parameter N=4,
               DW=2 )
    (input clk,
     input rst,
     output reg [(2*DW + $clog2(N))-1:0] result,
     input [DW -1:0] vect_a,
     input [DW -1:0] vect_b,
     input init
     );
always@(posedge clk)
begin
  if (rst) begin
    result   <= 0;
  end else begin
    if (init) result <= vect_a*vect_b;
    else      result <= result + vect_a*vect_b;
  end
end
endmodule
File: flow/run.sh
#!/bin/bash
# OpenROAD 26Q1-2900-gdf79404cd8, Yosys 0.63+post, stock flow scripts
make -C /OpenROAD-flow-scripts/flow DESIGN_CONFIG=/design/flow/config.mk WORK_HOME=/design/flow/orfs finish
==> flow_summary.toml <==
# flow metrics
[placed_design]
gp_congestion = 0.763
io_buffers = 12
preCtsSetupSlack_ns = 0.890
post-dp-hpwl_microns = 887
place_area_sq_um = 623

[clock_network]
numCtsBuffers = 3
cts_tree = "yes"
cts-resized-gates = 0
insertion_delay_ns = 0.24
clk_transition_reported_paths_ns = 0.04
hold_buffers = 0
clock-root-buffer = "clkbuf_4"
cts_buffer_depth = 2
cts.sinks = 6
cts_setup_buffers = 0
cts-htree-levels = 1

[critical_path]
cp-end-kind = "flop"
critPathTopFamily = "adder cells"
required_ns = 3.85
critPathSlowestCell = "clkdlybuf4s50_1"
worstPathCellList = "clkdlybuf4s50_1 -> and2_1 -> ha_1 -> ha_1 -> ha_1 -> nor2b_4 -> o21ai_2 -> a21oi_1 -> nor4b_2"
path_max_fanout = 4
critPathKind = "in -> reg"
critPathBufInv = 1
cp_common_cell = "ha_1"
cpPeakStageDelay_ns = 0.41
crit_path_start_kind = "input pin"
arrival_ns = 2.73

[min_path]
min_path_type = "reg -> reg"

[synthesis]
yosys.cell_types.count = 24
yosysWarnings = 1
synth-seq-area-share_pct = 26.4
synth_stat.cells = 51
yosys_area_sq_um = 454
syn_inst = 51
syn_area_sq_um = 454
syn_area_per_cell_sq_um = 8.91
ys.flops = 6

[grt]
grt_overflow_total = 0
antenna_found_initial = 0
grt_max_degree = 11
grt_pass1_wl_microns = 1540
grt_use_total_pct = 3.00
grt_pass1_vias = 339

[final_timing]
tns_ns = 0
clock.fmax_mhz = 389
relSlewSlack_pct = 72.0
setup_ws_ns = 1.13
worst_pin_slew_ns = 0.419
rsz0062_at_grt = "no"
period_minus_slack_ns = 2.57
fin_crit_sh_pct = 69.5
drv_slew = 0
skew_ns = 0.00713
hold_viol = 0
setup_viol = 0
hold-worst-slack_ns = 0.544

[die]
dieArea_sq_um = 6400
fp-utilization_pct = 13.3
die_x_microns = 80
io_pins = 13
core-area_sq_um = 3420
die_y_microns = 80
num_rows = 21

[final_layout]
drive_above_1_share_pct = 14.1
largestRegisters = "result: 6 flops"
post-route-util_pct = 18.9
logic_area_sq_um = 303
nFillCells = 386
largest_register_ffs = 6
final_area_sq_um = 646
regMostFlops = "result"
flop_area_sq_um = 120
layout-area-overhead-vs-synth_pct = 42.1

[detailed_routing]
antennaDiodeCount = 0
via_count = 374
drcViolationCount = 0
drtIter0Drc = 9
drtAntennaViolNets = 0
routed_wl_microns = 1050
drt-vias-per-instance = 3.40
dr.pass1.iters = 2
routedWlPerCell_microns = 9.52

[outcome]
status = "completed"

[run]
warning_count = 25
drv_cap = 0

[power]
p_leak_nw = 0.239
irDropWorstVdd_mv = 0.0601
power.density_nw_per_um2 = 272
==> stage by stage <==
step,instances,power (mW)
floorplan,51,0.0978
global placement,107,0.115
detailed placement,107,0.117
CTS,110,0.179
global route,110,0.189
finish,110,0.175
==> final timing paths <==
check	end	slack, ns	startpoint	depth (start not counted)
setup / recovery	result[4]$_SDFF_PP0_	1.13	vect_a[0]	9
hold reg to reg	result[5]$_SDFF_PP0_	0.54	result[5]$_SDFF_PP0_	2
hold / removal	result[5]$_SDFF_PP0_	0.54	result[5]$_SDFF_PP0_	2
setup reg to reg	result[4]$_SDFF_PP0_	2.10	result[0]$_SDFF_PP0_	7
==> Yosys cell counts (all sizes together) <==
master / number / area, sq um
nor2b: 2 / 20.0
nand2: 1 / 3.75
nor4b: 1 / 15.0
inv: 6 / 22.5
ha: 6 / 75.1
fa: 1 / 20.0
xnor2: 1 / 8.76
clkbuf: 1 / 3.75
and2: 4 / 25.0
nor3b: 1 / 7.51
nor3: 3 / 20.0
o21ai: 2 / 13.8
buf: 1 / 5.00
nor2: 4 / 15.0
mux2i: 2 / 20.0
dfxtp: 6 / 120
nand3: 2 / 10.0
o21bai: 1 / 7.51
a21oi: 5 / 28.8
o22ai: 1 / 12.5
==> worst min-delay path, delay by kind of cell, from the launching register on <==
family | cells | cell delay (ns)
AND/OR/NAND/NOR | 1 | 0.09
flip-flops | 1 | 0.33
XOR/XNOR | 1 | 0.08
==> placed cells by master (no fill, tap or decap), types with 2 or more instances in the layout <==
cell,netlist,layout
a21oi_1,4,4
and2_1,4,4
clkbuf_4,0,3
clkdlybuf4s50_1,0,12
dfxtp_1,6,6
ha_1,6,6
inv_1,6,6
mux2i_1,2,2
nand3_1,2,2
nor2_1,4,4
nor3_1,2,2
==> area by class of cell <==
class | instances | area share, %
Multi-Input combinational cell | 37 | 46.9
Sequential cell | 6 | 18.6
Timing Repair Buffer | 12 | 18.6
Tap cell | 46 | 8.91
Clock buffer | 3 | 3.49
Inverter | 6 | 3.49
==> cells by family after synthesis <==
| kind of cell | Yosys count | share of synthesized area, % |
|---|---|---|
| AOI/OAI and AO/OA | 9 | 13.8 |
| adders and majority gates | 7 | 20.9 |
| and+or+nand+nor | 18 | 25.6 |
| DFF | 6 | 26.4 |
| buffers and inverters | 8 | 6.88 |
| muxes | 2 | 4.41 |
| xor gates and xnor gates | 1 | 1.93 |
==> metal layers <==
| metal | GRT usage (%) | vias up | wire length [microns] |
|---|---|---|---|
| met3 | 1.48 | 0 | 60 |
| met2 | 4.49 | 5 | 484 |
| met1 | 3.77 | 167 | 502 |
| met5 | 0 | - | 0 |
| met4 | 0.704 | 0 | 0 |
| li1 | - | 202 | - |
==> power breakdown <==
group          switching (mW)  total [mW]  internal (mW)
Sequential            0.00224      0.0705         0.0683
Clock                  0.0237      0.0604         0.0367
Combinational          0.0198      0.0445         0.0246
Total                  0.0458       0.175          0.130
Power is estimated from default activity; no workload was simulated.
